===== flow/run.sh =====
#!/bin/bash
# OpenROAD 26Q1-2900-gdf79404cd8, Yosys 0.63+post, stock flow scripts
make -C /OpenROAD-flow-scripts/flow DESIGN_CONFIG=/design/flow/config.mk WORK_HOME=/design/flow/orfs finish

===== flow/config.mk =====
export PLATFORM = sky130hd
export DESIGN_NAME = slide_intf
export DESIGN_NICKNAME = slide_intf
export VERILOG_FILES = /design/flow/design.v
export SDC_FILE = /design/flow/constraint.sdc
export NUM_CORES = 4
export LEC_CHECK = 1
export CORE_UTILIZATION = 50

===== flow/constraint.sdc =====
current_design slide_intf

set clk_period 3.8
set clk_io_pct 0.2

create_clock -name clk0 -period $clk_period [get_ports {clk}]

set non_clock_inputs [all_inputs -no_clocks]
set_input_delay [expr $clk_period * $clk_io_pct] -clock clk0 $non_clock_inputs
set_output_delay [expr $clk_period * $clk_io_pct] -clock clk0 [all_outputs]

===== flow/design.v =====
module slide_intf(clk, rst_n, MISO, SS_n, SCLK, MOSI, POT_LP, POT_B1, POT_B2, POT_B3, POT_HP, VOLUME);
	input clk, rst_n, MISO;
	output logic SS_n, SCLK, MOSI;
	output logic [11:0] POT_LP, POT_B1, POT_B2, POT_B3, POT_HP, VOLUME;
	logic [11:0] res;
	logic strt_cnv, cnv_cmplt;
	logic [2:0] chnnl;
	A2D_intf iA2D_intf(.clk(clk), .rst_n(rst_n), .strt_cnv(strt_cnv), .chnnl(chnnl), .MISO(MISO), .cnv_cmplt(cnv_cmplt), .res(res), .SS_n(SS_n), .SCLK(SCLK), .MOSI(MOSI));
	logic chng_chnnl;
	always @(posedge clk, negedge rst_n) begin
		if(!rst_n) chnnl <= 3'b001;
		else if(chng_chnnl) begin
			case(chnnl)
				3'b001: chnnl <= 3'b000;
				3'b000: chnnl <= 3'b100;
				3'b100: chnnl <= 3'b010;
				3'b010: chnnl <= 3'b011;
				3'b011: chnnl <= 3'b111;
				3'b111: chnnl <= 3'b001;
			endcase
		end
	end
	typedef enum logic {IDLE, DATA} state_t;
	state_t state, nxt_state;
	always@(posedge clk, negedge rst_n) begin
		if(!rst_n) state <= IDLE;
		else state <= nxt_state;
	end
	always@(*) begin
		strt_cnv = 0;
		chng_chnnl = 0;
		nxt_state = IDLE;
		case(state) 
			IDLE: begin
				strt_cnv = 1;
				nxt_state = DATA;
			end
			DATA: begin
				if(cnv_cmplt) begin
					chng_chnnl = 1;
					nxt_state =IDLE;
				end
				else nxt_state = DATA;
			end
		endcase
	end
	always @(posedge clk,negedge rst_n) begin
		if(!rst_n) begin
			POT_LP <= 0;
			POT_B1 <= 0;
			POT_B2 <= 0;
			POT_B3 <= 0;
			POT_HP <= 0;
			VOLUME <= 0;
		end
		else if(chng_chnnl) begin
			case(chnnl)
				3'b001: POT_LP <= res;
				3'b000: POT_B1 <= res;
				3'b100: POT_B2 <= res;
				3'b010: POT_B3 <= res;
				3'b011: POT_HP <= res;
				3'b111: VOLUME <= res;
			endcase
		end
	end
endmodule
module SPI_mstr(clk, rst_n, SS_n, SCLK, MOSI, MISO, wrt, wt_data, done, rd_data);
	input logic clk, rst_n, wrt, MISO;
	input [15:0] wt_data;
	output logic done, SS_n, SCLK, MOSI;
	output logic [15:0] rd_data;
	logic shift, init;
	logic ld_SCLK;
	logic [4:0] bitcountout;
	wire done16;
	always @(posedge clk or negedge rst_n) begin
		if (!rst_n) 
			bitcountout <= 5'b00000;
		else begin
			if(init == 1)
				bitcountout <= 5'b00000;
			else if(shift == 1) 
				bitcountout <= bitcountout + 1;
			else
				bitcountout <= bitcountout;
		end
	end
	logic [3:0] SCLK_div;
	always @(posedge clk or negedge rst_n) begin 
		if(!rst_n)
			SCLK_div = 4'b1011;
		else if(clk) begin
			if(ld_SCLK)
				SCLK_div = 4'b1011;
			else begin
				SCLK_div <= SCLK_div + 1;
			end
		end
	end
	assign SCLK = SCLK_div[3];
	assign full = (SCLK_div == 4'b1111)? 1:0;
	assign shift = (SCLK_div == 4'b1001)? 1:0;
	assign done16 = (bitcountout[4] == 1)? 1 : 0;
	logic [15:0] shift_reg;
	always_ff @(posedge clk or negedge rst_n) begin
		if(~rst_n) begin
			shift_reg <= 0;
		end 
		else if(init)
			shift_reg = wt_data;
		else if(shift) begin
			shift_reg = {shift_reg[14:0], MISO};
		end
	end
	assign MOSI = shift_reg[15];
	typedef enum reg [2:0] {IDLE, SHIFT, BP} state_t; 
	state_t state, nxt_state;
	logic set_done;
	always_ff @(posedge clk or negedge rst_n) begin
		if(~rst_n) begin
			state = IDLE;
			SS_n = 1;
		end 
		else begin
			state = nxt_state;
			if(init) begin
				SS_n = 0;
			end 
			else if(set_done) begin
				rd_data = shift_reg;
				done = 1;
				SS_n = 1;
			end
			else
				done = 0;
		end
	end
	always_comb begin
		nxt_state = IDLE;
		ld_SCLK = 0;
		init = 0;
		set_done = 0;
		case (state)
			IDLE: begin 
				if(~wrt) begin
					ld_SCLK = 1;
					nxt_state = IDLE;
				end
				else begin 
					init = 1;
					nxt_state = SHIFT;
				end
			end
			SHIFT: begin 
				if(~done16) begin
					nxt_state = SHIFT;
				end
				else begin 
					nxt_state = BP;
				end
			end
			BP : begin 
				if(~full) begin
					nxt_state = BP;
				end
				else begin 
					set_done = 1;
					nxt_state = IDLE;
				end
			end
			default: begin 
				nxt_state = IDLE;
			end
		endcase
	end
endmodule
module A2D_intf(clk, rst_n, strt_cnv, chnnl, MISO, cnv_cmplt, res, SS_n, SCLK, MOSI);
	input logic clk, rst_n, strt_cnv, MISO;
	input logic [2:0] chnnl;
	output logic cnv_cmplt, SS_n, SCLK, MOSI;
	output logic [11:0] res;
	logic [15:0] cmd;
	logic set_cnv_cmplt;
	logic [15:0] rd_data;
	logic wrt;
	SPI_mstr SPI_mstr(.clk(clk), .rst_n(rst_n), .SS_n(SS_n), .SCLK(SCLK), .MOSI(MOSI), .MISO(MISO), .wrt(wrt), .wt_data(cmd), .done(done), .rd_data(rd_data));
	assign cmd = {2'b00, chnnl, 11'b0};
	assign res = rd_data[11:0];
	typedef enum reg[1:0] {IDLE, TRANS, WAIT, READ} state_t;
	state_t state, next_state;
	always_ff@(posedge clk, negedge rst_n) begin
		if(!rst_n) state <= IDLE;
		else state <= next_state;
	end
	always_comb begin
		next_state = IDLE;
		wrt = 0;
		set_cnv_cmplt = 0;
		case(state)
			IDLE: begin
				if(strt_cnv) begin
					wrt = 1;
					next_state = TRANS;
				end
				else next_state = IDLE;
			end
			TRANS: begin 
				if(done) next_state = WAIT;
				else next_state = TRANS;
			end
			WAIT: begin
				wrt = 1;
				next_state = READ;
			end
			READ: begin
				if(done) begin
					set_cnv_cmplt = 1;
					next_state = IDLE;
				end 
				else next_state = READ;
			end
			default: next_state = IDLE;
		endcase
	end			
	always_ff@(posedge clk, negedge rst_n) begin
		if(!rst_n) cnv_cmplt <= 0;
		else if(strt_cnv) cnv_cmplt <= 0;
		else cnv_cmplt <= set_cnv_cmplt;
	end
endmodule

==> reports/qor.txt <==
CTS Hold Buffers Added: 0
Ys cells: 324
Async SR Flop Fraction: 0.894
Chip Area, Yosys: 4730 µm²
Core Area: 9200 µm²
Area fraction in mux cells: 0.196
WL/cell: 16.6 µm
Register share after synthesis: 0.666
Synth logic family: multiplexers
Share of cells above drive strength 1: 0.308
Post-synth EDFFs: 13
Total Neg Setup Slack: 0 ps
DIE HEIGHT: 99.3 µm
Outcome: complete, no violations
Crit-path cells: clkdlybuf4s50_1
Syn Area/Cell: 14.6 µm²
Number of hold violations in the final report: 0
Reg2Reg Setup Slack: 1650 ps
Max FFs per register: 16
Largest stage delay, worst path: 590 ps
Grt ovf: 0
Placer Congestion: 0.780
Clock Path Buffers: 2
Layout area overhead: 31.8%
Worst slew margin: 0.403
Final Max Tran Viols: 0
Post-CTS Setup Bufs: 0
# IOs: 78
Critical path endpoint category: primary output
Reg2reg start: state$_DFF_PN0_
Largest net degree at the start of global routing: 63
Required @ worst endpoint: 3040 ps
Critical path buffer and inverter count: 1
H-tree level count: 4
FP Rows: 35
AO/OA Area Share: 0.0320
FILL cells: 642
Post-CTS Resized: 0
CTS tree: done
Static leakage: 2.91 nW
Total power: 0.00295 W
CP max-delay cell: dfstp_2
Simple Share, Synth: 0.0666
Final core occ: 0.679
Post-synth cell types: 37
DR vias: 2,830
CTS clk-pin slew, worst paths: 60 ps
Die width: 99.3 µm
Via density: 5.27
Die ar.: 9860 µm²
Syn Inst Count: 324
Max FO, Critical Path: 7
Skew-Pair Late Insertion Delay: 500 ps
Violation tally from detailed-route iteration zero: 78
Ranking of synthesized cells by instance count: 103 x dfrtp_1, 69 x mux2_2, 35 x nand2_1
XOR-XNOR Cells, Area Fraction: 0.0111
Reg-to-reg endpoint: iA2D_intf.SPI_mstr.rd_data[6]$_DFFE_PP_
Slew @ Worst Pin: 891 ps
Power per Cell Area: 472 nW/µm²
DRC: 0
Max frequency: 0.430 GHz
Initial antenna violation count: 1
Vias in the first global route: 2,700
Top delay family on crit path: flip-flops
Largest cells by area after synthesis: dfrtp_1 54%, mux2_2 16%, edfxtp_1 8.2%
Final setup vio count: 0
FP Util: 0.515
First-pass GRT wire length: 14,800 µm
YS warnings: 5
Final WL: 8940 µm
Count of clock tree sinks: 123
# diodes: 0
Clock root buffer: clkbuf_8
Post-route ant nets: 0
Tally of max-capacitance violations: 0
RSZ-0062 raised after global routing: false
Ys flop type: dfrtp_1
Post-synth regs: 123
TritonRoute pass-1 iters: 6
Count leader, synth: dfrtp_1
Crit Path Category: register to primary output
Worst path arrival time: 1560 ps
Top-area cell share: 0.544
Adder Area Share: 0.00793
Port bufs: 77
TritonCTS Buffers: 17
Layout Skew: 7.38 ps
Peak supply drop: 287 µV
Fin crit period: 2320 ps
Hold slack: 458 ps
Total GRT Usage: 0.206
OpenROAD warning count: 27
Hold WC Path Type: input pin to asynchronous set/reset pin
R2R depth: 4
Critical Path Start Type: register
Top cell type by total area after synthesis: dfrtp_1
Syn Std Cell Area: 4730 µm²
Cycle use final: 0.612
Post-DP HPWL: 6000 µm
-- metal layers --
metal,GRT usage,part of all wire
met1,0.376,0.49
met2,0.288,0.46
met3,0.0429,0.044
met4,0.0215,0.0073
met5,0,0.0019
-- power breakdown --
group / total (W) / leakage (nW) / internal (W) / switching, W
Clock: 0.00159 / 0.283 / 0.00101 / 0.000573
Combinational: 0.0000278 / 1.02 / 0.00000425 / 0.0000235
Sequential: 0.00133 / 1.61 / 0.00133 / 0.00000159
-- cell usage in the layout, fill, tap and decap left out, types with 2 or more instances in the layout --
cell / instances
a21o_1: 2
a21oi_1: 16
a22o_1: 2
buf_4: 8
bufinv_16: 2
clkbuf_16: 17
clkbuf_8: 3
clkdlybuf4s50_1: 76
clkinvlp_4: 4
dfrtp_1: 103
dfstp_2: 7
edfxtp_1: 13
ha_1: 3
inv_1: 7
inv_6: 3
mux2_2: 69
mux2_4: 10
nand2_1: 35
nand3_1: 6
nor2_1: 9
o21ai_0: 3
or3_1: 4
xnor2_1: 2
xor2_1: 4
-- cell type report --
type | count | area (µm²) | area share
Inverter | 7 | 26.3 | 0.00421
Timing Repair Buffer | 84 | 821 | 0.131
Sequential cell | 123 | 3150 | 0.505
Tap cell | 111 | 139 | 0.0222
Clock buffer | 21 | 470 | 0.0754
Multi-Input combinational cell | 180 | 1500 | 0.241
Clock inverter | 11 | 131 | 0.0210
-- stage by stage --
stage	setup WS (ps)	area (µm²)	std cells
finish	1480	6240	537
global route	1410	6240	537
CTS	1450	6240	537
detailed placement	1630	5640	505
global placement	1640	5640	505
floorplan	1550	4730	324
-- logic make-up (layout without fill, tap and decap cells) --
group | count (synthesis) | in the layout
muxes | 79 | 79
DFF | 123 | 123
AOI/OAI and AO/OA | 26 | 26
adders and majority gates | 3 | 3
xor gates and xnor gates | 6 | 6
buffers and inverters | 21 | 123
and+or+nand+nor | 66 | 66
-- worst max-delay path by stage --
stage / from / endpoint / slack (ps) / cells after the start
after CTS: iA2D_intf.SPI_mstr.SCLK_div[3]$_DFF_PN1_ / SCLK / 1450 / 1
after global routing: iA2D_intf.SPI_mstr.SCLK_div[3]$_DFF_PN1_ / SCLK / 1410 / 1
final: iA2D_intf.SPI_mstr.SCLK_div[3]$_DFF_PN1_ / SCLK / 1480 / 1
No activity file was given, so power comes from the tool's default toggle rates.
